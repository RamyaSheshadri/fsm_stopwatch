### flow/design.v
`timescale 1ns / 1ps
module bcd_counter(
    input clk,
    input rst,
    input enable,
    output reg[3:0] ones,
    output reg[3:0] tens
    );
    always @(posedge clk) begin
        if (rst) begin
            ones <= 0;
            tens <= 0;
        end
        else if (enable) begin
            if (ones == 9) begin
                ones <= 0;
                if (tens == 9)
                    tens <= 0;   
                else
                    tens <= tens + 1;
            end
            else begin
                ones <= ones + 1;
            end
        end
    end
endmodule
`timescale 1ns / 1ps
module fsm_controller(
    input clk,
    input rst,
    input start,
    input pause,
    output reg enable
    );
  parameter IDLE    = 2'b00;
    parameter RUNNING = 2'b01;
    parameter PAUSED  = 2'b10;
    reg [1:0] current_state, next_state;
    always @(posedge clk or posedge rst) begin
        if (rst)
            current_state <= IDLE;
        else
            current_state <= next_state;
    end
    always @(*) begin
        case (current_state)
            IDLE:    next_state = start  ? RUNNING : IDLE;
            RUNNING: next_state = pause  ? PAUSED  : RUNNING;
            PAUSED:  next_state = start  ? RUNNING : PAUSED;
            default: next_state = IDLE;
        endcase
    end
    always @(*) begin
        enable = (current_state == RUNNING) ? 1'b1 : 1'b0;
    end
endmodule
`timescale 1ns / 1ps
module stopwatch(
    input clk,
    input rst,
    input start,
    input pause,
    output [3:0] ones,
    output [3:0] tens
    );
    wire enable;
    fsm_controller f_ins(.clk(clk),
    .rst(rst),
    .start(start),
    .pause(pause),
    .enable(enable));
    bcd_counter b_ins(.clk(clk),
    .rst(rst),
    .enable(enable),
    .ones(ones),
    .tens(tens));
  endmodule   
### flow/run.sh
#!/bin/bash
# OpenROAD 26Q1-2900-gdf79404cd8, Yosys 0.63+post, stock flow scripts
make -C /OpenROAD-flow-scripts/flow DESIGN_CONFIG=/design/flow/config.mk WORK_HOME=/design/flow/orfs finish
### flow/config.mk
export PLATFORM = sky130hd
export DESIGN_NAME = stopwatch
export DESIGN_NICKNAME = stopwatch
export VERILOG_FILES = /design/flow/design.v
export SDC_FILE = /design/flow/constraint.sdc
export NUM_CORES = 4
export LEC_CHECK = 1
export CORE_AREA = 10 10 70 70
export DIE_AREA = 0 0 80 80
### flow/constraint.sdc
current_design stopwatch

set clk_period 2.7
set clk_io_pct 0.2

create_clock -name clk0 -period $clk_period [get_ports {clk}]

set non_clock_inputs [all_inputs -no_clocks]
set_input_delay [expr $clk_period * $clk_io_pct] -clock clk0 $non_clock_inputs
set_output_delay [expr $clk_period * $clk_io_pct] -clock clk0 [all_outputs]
==> impl_metrics.ini <==
; implementation run metrics
[cts]
cts_resized = 0
cts_tree = built
clkLatencyLatePin_ps = 270
cts_max_level = 1
cts_root_buffer = clkbuf_4
max-clock-path-buffers = 2
cts_buffers = 3
cts-hold-fix-buffers = 0
cts_setup_buffers = 0
cts_sinks = 11
path_clk_slew_ps = 60

[floorplanning]
dieArea_um2 = 6400
fp_util_pct = 14.76
core_um2 = 3416
die_w_um = 80
boundaryPins = 12
rows = 21
die_height_um = 80

[synthesis]
ys_warn_count = 2
ys_area_um2 = 504.2
synth.distinct_cells = 23
syn_area_um2 = 504.2
synth.avg_cell_area_um2 = 9.168
ys_seq_share_pct = 46.90
synth_cells = 55
synth_flops = 11
ys_cells = 55

[grt]
grt_pass1_vias = 413
grt_pass1_wl_um = 1911
overflow = 0
grt_max_degree = 10
grt_antenna_before_repair = 0
grtUsageTotal_pct = 3.663

[routing]
num_antenna_cells = 0
dr_wl_met3_um = 79
drtIter0Drc = 24
wl_um = 1066
ant_nets = 0
top_layer = met4
vias = 428
drc = 0
wirelength_met1_um = 517
drtPass1Iterations = 4
viasPerCell = 3.754
wl_per_cell_um = 9.351
wl_met2_um = 452

[final_layout]
drive_above_1_share_pct = 8.824
logic_area_um2 = 241.5
postLayoutCellArea_um2 = 686.9
post-route-util_pct = 20.11
nFillCells = 390
seq_area_um2 = 236.5
area_growth_pct = 36.23

[timing]
relSlewSlack_pct = 77.80
fin_crit_ps = 1777
fin_tns_setup_ps = 0
worstMarginPinSlew_ps = 332.0
finalMaxSlewViolations = 0
worst_clock_skew_ps = 7.021
setup-violations-final = 0
fin_crit_sh_pct = 65.82
rsz0062_at_grt = false
timing.fmax_mhz = 562.7
hold_viol = 0
whs_ps = 484.5

[place]
post_dp_cell_area_um2 = 660.6
io_buffers = 11
gp_congestion = 0.6618

[power_and_ir_drop]
max-vdd-ir-drop_uv = 285.0
p_leak_nw = 0.2495
powerDensity_nw_per_um2 = 472.1

[critical_path]
r2r_cells = 3
crit_chain = clkdlybuf4s50_1
path_max_fanout = 6
endpoint_kind = primary output
crit_slowest_cell = clkdlybuf4s50_1
reg2reg_slack_ps = 1350
cp-endpoint = ones[0]
cp.depth = 1
crit_family = buffers and inverters
critPathArrivalTime_ps = 1240
cp.buffers_inverters = 1
reg2reg_to = b_ins.tens[1]
critPathLaunchType = flip-flop
critPathRequiredTime_ps = 2160
crit_type = flip-flop to primary output
rr_startpoint = f_ins.current_state[2]
worstSetupStartpoint = b_ins.ones[0]
max_stage_delay_ps = 520

[run_status]
run_status = finished clean

[job]
maxCapViolCount = 0
warning_count = 25

[min_path]
hold_class = flip-flop to flip-flop
-- kinds of logic (layout without fill, tap and decap cells) --
group           Yosys count  count (layout)  synth area share (%)
flops                    11              11                 46.90
buf+inv                   6              19                 5.210
xor+xnor                  2               2                 3.475
simple gates             20              20                 27.79
compound gates           16              16                 16.63
-- state kept, by name, indices dropped and copies added, names as in the netlist --
signal,cells
b_ins.ones,4
b_ins.tens,4
f_ins.current_state,3
-- cells in the mapped netlist (all sizes together) --
master	n	area (um2)
a21oi	6	30.03
a31oi	1	6.260
and3b	1	8.760
and4b	1	11.26
buf	1	7.510
clkbuf	1	3.750
dfrtp	2	50.05
dfstp	1	26.28
dfxtp	8	160.2
inv	4	15.01
nand2	3	11.26
nand2b	1	6.260
nand3	1	5.000
nand3b	1	7.510
nand4b	1	23.77
nor2	2	7.510
nor2b	4	25.02
o21ai	8	40.04
o31ai	1	7.510
or3	3	18.77
or4	2	15.01
xnor2	1	8.760
xor2	1	8.760
-- how the worst min path moves through the flow --
stage                                  start                endpoint  slack [ps]  cells after the start
final                 f_ins.current_state[0]  f_ins.current_state[0]         480                      1
after CTS             f_ins.current_state[0]  f_ins.current_state[0]         490                      1
after global routing  f_ins.current_state[0]  f_ins.current_state[0]         510                      1
-- layout make-up --
type	instances	share of cell area, %
multi-input cells	38	35.15
flip-flops and latches	11	34.43
repair buffers	11	16.03
well taps	46	8.379
clock buffers	4	3.825
inverters	4	2.186
-- placed cells by master, fill, tap and decap left out, types with 3 or more instances in the layout --
master and count:
inv_1 4, or3_1 3, a21oi_1 6, clkdlybuf4s50_1 11
clkbuf_4 3, o21ai_0 8, nor2b_1 4, nand2_1 3
dfxtp_1 8
-- per-stage QoR --
step	setup WS (ps)	std cells	power (mW)
3_3_place_gp	1215	110	0.2159
2_1_floorplan	1484	55	0.2036
5_1_grt	847.1	114	0.3466
3_5_place_dp	1199	110	0.2175
4_1_cts	907.3	114	0.3299
6_report	922.9	114	0.3243
-- layer usage --
metal / vias to the layer above / track usage, %
met5: - / 0
met4: 0 / 0.5282
met3: 2 / 1.932
met2: 10 / 5.457
met1: 195 / 4.688
li1: 221 / -
-- power breakdown --
part	internal, mW	total (mW)	switching, mW
Sequential	0.172	0.186	0.0145
Clock	0.0571	0.111	0.0539
Combinational	0.0170	0.0272	0.0102
Total	0.246	0.324	0.0786
Power is estimated from default activity; no workload was simulated.
